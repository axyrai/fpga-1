--- ./config.mk ---
export PLATFORM = sky130hd
export DESIGN_NAME = lfsr
export DESIGN_NICKNAME = lfsr
export VERILOG_FILES = /design/flow/design.v
export SDC_FILE = /design/flow/constraint.sdc
export NUM_CORES = 4
export LEC_CHECK = 1
export CORE_AREA = 10 10 70 70
export DIE_AREA = 0 0 80 80
--- ./constraint.sdc ---
current_design lfsr

set clk_period 1.0
set clk_io_pct 0.2

create_clock -name clk0 -period $clk_period [get_ports {clk}]

set non_clock_inputs [all_inputs -no_clocks]
set_input_delay [expr $clk_period * $clk_io_pct] -clock clk0 $non_clock_inputs
set_output_delay [expr $clk_period * $clk_io_pct] -clock clk0 [all_outputs]
--- ./design.v ---
module lfsr (
  out, enable,clk,reset
);
  output [2:0] out;
  input enable, clk, reset;
  reg [2:0] out;
  wire lin_fb;
  initial begin
    out=3'b100;
  end
  assign lin_fb=out[2]^out[0];
  always @ (posedge clk)
    if(reset) begin
      out<=3'b0;
    end 
  else if(enable) begin
    out<={lin_fb,out[2],out[1]};
  end
endmodule
--- ./run.sh ---
#!/bin/bash
# OpenROAD 26Q1-2900-gdf79404cd8, Yosys 0.63+post, stock flow scripts
make -C /OpenROAD-flow-scripts/flow DESIGN_CONFIG=/design/flow/config.mk WORK_HOME=/design/flow/orfs finish
==> results.sh <==
# physical design summary
export IMPL_status="complete, no violations"
export IMPL_drtIter0Drc=6
export IMPL_ys_ff=3
export IMPL_ys_flop_type="dfxtp_1"
export IMPL_worst_pin_slew_ps=142.9
export IMPL_path_buffers=1
export IMPL_gp_congestion=0.6922
export IMPL_coreArea_sq_um=3416
export IMPL_setup_viol=0
export IMPL_yosysTopAreaCell="dfxtp_1"
export IMPL_mi_logic_area_sq_um=53.80
export IMPL_required_ps=800
export IMPL_rows=21
export IMPL_die_width_um=80
export IMPL_top_cell_area_share_pct=52.75
export IMPL_clockBufferDepth=2
export IMPL_min_from="reset"
export IMPL_critPathTopFamily="flip-flops"
export IMPL_power_density_nw_per_um2=1243
export IMPL_edf_count=0
export IMPL_vias=118
export IMPL_cts_sinks=3
export IMPL_synth_top_cell_by_count="dfxtp_1"
export IMPL_cts_buffers=3
export IMPL_drive_gt1_share_pct=45.45
export IMPL_ir_worst_vdd_mv=0.1592
export IMPL_synth_seq_share_pct=52.75
export IMPL_whs_ps=575.6
export IMPL_firstDrtPassIters=4
export IMPL_wirelength_um=347
export IMPL_die_h_um=80
export IMPL_grt_overflow=0
export IMPL_crit_start="out[0]"
export IMPL_worstPathMaxFanout=2
export IMPL_portBuffers=5
export IMPL_met3_wirelength_um=116
export IMPL_clkSlewWorstSetupHoldPaths_ps=30
export IMPL_ys_area_sq_um=113.9
export IMPL_critPathMaxStageDelay_ps=310
export IMPL_largest_register_ffs=3
export IMPL_hold_class="in -> reg"
export IMPL_tool_warnings=25
export IMPL_clk_latency_ps=230
export IMPL_dieArea_sq_um=6400
export IMPL_wl_met1_um=114
export IMPL_finalMaxSlewViolations=0
export IMPL_antennaDiodeCount=0
export IMPL_syn_area_sq_um=113.9
export IMPL_max_freq_mhz=1031
export IMPL_critical_path_class="reg -> out"
export IMPL_grt_pass1_wl_um=538
export IMPL_io_pins=6
export IMPL_grt_pass1_vias=121
export IMPL_ys_warn_count=1
export IMPL_reg_largest_list="out x3"
export IMPL_worstSetupEndpointType="output pin"
export IMPL_dr_wl_met2_um=110
export IMPL_tritoncts="built"
export IMPL_maxCapViolCount=0
export IMPL_cp_start_kind="flop"
export IMPL_synthArstFlopShare_pct=0
export IMPL_syn_area_per_cell_sq_um=11.39
export IMPL_period_minus_slack_ps=969.6
export IMPL_rr_startpoint="out[2]"
export IMPL_antenna_found_initial=0
export IMPL_regMostFlops="out"
export IMPL_seq_area_sq_um=63.81
export IMPL_p_leak_nw=0.1024
export IMPL_arrival_ps=770
export IMPL_hpwl_um=281.5
export IMPL_wl_per_cell_um=5.103
export IMPL_placed_cells=64
export IMPL_grt_util_all_layers_pct=1.227
export IMPL_synth_cells_most_frequent="3 x dfxtp_1, 2 x mux2i_1, 2 x nor2_1"
export IMPL_top_layer_used="met4"
export IMPL_rsz0062_at_grt="no"
export IMPL_syn_inst=10
export IMPL_area_growth_pct=139.6
export IMPL_finClkSkew_ps=1.333
export IMPL_root_buffer="clkbuf_4"
export IMPL_crit_chain="dlygate4sd2_1"
export IMPL_cts_htree_levels=1
export IMPL_fin_cells=68
export IMPL_ant_nets=0
export IMPL_vias_per_cell=1.735
export IMPL_finalHoldViolations=0
export IMPL_grt_max_degree=5
export IMPL_slew_headroom_pct=90.20
export IMPL_fp_util_pct=3.333
export IMPL_holdBufCountCts=0
export IMPL_ys_types=6
export IMPL_drc=0
export IMPL_top_cells_by_area="dfxtp_1 53%, mux2i_1 18%, a21bo_1 8.8%, a21oi_2 7.7%, nand3b_1 6.6%"
export IMPL_post_route_period_util_pct=96.96
export IMPL_yosys_cells=10
export IMPL_cp_slowest_cell="dfxtp_2"
export IMPL_fill_cells=405
-- routing by layer --
layer  vias up  global-route usage [%]
li1         58                       -
met1        49                   1.064
met2         9                  0.9631
met3         2                   2.500
met4         0                  0.5282
met5         -                       0
-- layout by cell type, fill, tap and decap left out --
cell             count
clkbuf_4             3
dfxtp_2              3
buf_4                3
mux2i_1              2
nor2_1               2
clkdlybuf4s50_1      2
clkdlybuf4s15_1      2
a21bo_1              1
nand3b_1             1
a21oi_2              1
clkbuf_1             1
dlygate4sd2_1        1
-- cell families (layout without fill, tap and decap cells) --
family,Yosys count,count (layout),share of synthesized area [%]
DFF,3,3,52.75
AOI/OAI and AO/OA,2,2,16.49
buffers and inverters,0,12,0
and+or+nand+nor,3,3,13.19
muxes,2,2,17.58
-- power by group --
part           total (mW)  switching [mW]  internal [mW]  leakage, nW
logic              0.0132         0.00478        0.00842       0.0617
clock network       0.205          0.0564          0.149       0.0150
registers           0.120               0          0.120       0.0257
-- final timing paths --
check	endpoint	slack, ps	depth (start not counted)
worst max-delay path	out[0]	30	1
worst min-delay path	out[2]	580	2
worst max register to register	out[2]	190	3
worst min register to register	out[1]	580	3
-- layout make-up --
type,instances,share of cell area (%)
Sequential cell,3,23.39
Timing Repair Buffer,8,26.15
Multi-Input combinational cell,7,19.72
Tap cell,46,21.10
Clock buffer,4,9.633
-- metrics by stage --
stage / power [mW] / setup WS [ps] / util (%) / TNS (ps) / cell area, sq um
after global routing: 0.3652 / 0.1640 / 7.985 / 0 / 272.8
after floorplan: 0.1237 / 334.8 / - / 0 / 113.9
after global placement: 0.1351 / -137.0 / 7.143 / -358.1 / 244.0
final: 0.3390 / 30.40 / 7.985 / 0 / 272.8
after CTS: 0.3533 / 13.91 / 7.912 / 0 / 270.3
after detailed placement: 0.1353 / -140.3 / 7.143 / -363.3 / 244.0
-- timing repair --
item | 4_1_cts | 5_1_grt
gates resized | 6 | 2
endpoints found under the setup margin | 3 | 2
pin swaps | 0 | 0
setup buffers | 0 | 0
No activity file was given, so power comes from the tool's default toggle rates.

### flow/config.mk
export PLATFORM = sky130hd
export DESIGN_NAME = dir
export DESIGN_NICKNAME = dir
export VERILOG_FILES = /design/flow/design.v
export SDC_FILE = /design/flow/constraint.sdc
export NUM_CORES = 4
export LEC_CHECK = 1
export CORE_AREA = 10 10 70 70
export DIE_AREA = 0 0 80 80
### flow/constraint.sdc
current_design dir

set clk_period 1.0
set clk_io_pct 0.2

create_clock -name clk0 -period $clk_period

set non_clock_inputs [all_inputs -no_clocks]
set_input_delay [expr $clk_period * $clk_io_pct] -clock clk0 $non_clock_inputs
set_output_delay [expr $clk_period * $clk_io_pct] -clock clk0 [all_outputs]
### flow/design.v
`timescale 1ns / 1ps
module dir(l,d,r,c,u,digit,seg);
input l,d,r,c,u;
input [3:0] digit;
output [7:0] seg;
reg [7:0] seg;
assign digit=4'b1111;
always@(l,c,d,u,r)
begin
case({l,c,d,u,r})
5'b10000 : seg=8'b11100011;
5'b01000 : seg=8'b01100011;
5'b00100 : seg=8'b10000101;
5'b00010 : seg=8'b10000011;
5'b00001 : seg=8'b11110101;
default: seg=8'b00000000;
endcase
end 
endmodule
### flow/run.sh
#!/bin/bash
# OpenROAD 26Q1-2900-gdf79404cd8, Yosys 0.63+post, stock flow scripts
make -C /OpenROAD-flow-scripts/flow DESIGN_CONFIG=/design/flow/config.mk WORK_HOME=/design/flow/orfs finish
==> results.py <==
# Auto-generated metrics
metrics = {
    "yosys": {
        "synth.cellmix.compoundShare": 0.170,
        "top_post_synthesis_cells_by_area": "sky130_fd_sc_hd__buf_4 (20%), sky130_fd_sc_hd__xor2_1 (12%), sky130_fd_sc_hd__o21ai_0 (11%)",
        "yosys.cell_types.count": 17,
        "ys_cells": 36,
        "synth.largest_area_cell": "sky130_fd_sc_hd__buf_4",
        "synth_largest_type_area_fraction": 0.198,
        "synth-seq-area-share": 0,
        "synth.cellmix.xorXnorShare": 0.115,
        "ys.warnings.count": 1,
        "yosys.area_share.simple": 0.357,
        "post_synth_mux_area_share": 0.0440,
        "synth.yosys.chip_area_sq_um": 228,
        "ys_top_logic_family": "simple AND/OR/NAND/NOR gates",
        "fa_ha_area_frac": 0,
    },
    "status": {
        "outcome": "stopped before the end",
        "haltStage": "1_2_yosys",
        "tool.error": "ERROR: Found 4 problems in 'check -assert'.",
    },
}
[kinds of logic after synthesis]
kind of cell / Yosys count
and+or+nand+nor: 13
buffers and inverters: 10
AOI/OAI and AO/OA: 7
xor gates and xnor gates: 3
other: 2
muxes: 1
[cell usage after synthesis, drive strengths merged]
| cell | number |
|---|---|
| mux2i | 1 |
| nor3 | 3 |
| nand2b | 1 |
| nand2 | 1 |
| o311ai | 1 |
| nor2 | 2 |
| conb | 2 |
| o21ai | 5 |
| buf | 9 |
| a21oi | 1 |
| nor4b | 1 |
| nor2b | 2 |
| clkbuf | 1 |
| nand3b | 2 |
| nor4 | 1 |
| xor2 | 3 |
